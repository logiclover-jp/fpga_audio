$ cat design.v
`timescale 1ns / 1ps
module tdm_gen(
    input bclk,
    input wclk,
    output tdm_out
);
    reg [1:0] wc_ff;
    reg [5:0] bclk_cnt;
    parameter FIX_DATA = 32'hABCD0000;
    assign tdm_out = FIX_DATA[bclk_cnt[4:0]];
    always @(posedge bclk)begin
        wc_ff <= {wc_ff[0], wclk};
    end
    always @(negedge bclk)begin
        if(wc_ff == 2'b01)
            bclk_cnt <= 6'd62;
		else begin
			bclk_cnt <= bclk_cnt - 6'd1;
		end
    end
endmodule
$ cat run.sh
#!/bin/bash
# OpenROAD 26Q1-2900-gdf79404cd8, Yosys 0.63+post, stock flow scripts
make -C /OpenROAD-flow-scripts/flow DESIGN_CONFIG=/design/flow/config.mk WORK_HOME=/design/flow/orfs finish
$ cat config.mk
export PLATFORM = sky130hd
export DESIGN_NAME = tdm_gen
export DESIGN_NICKNAME = tdm_gen
export VERILOG_FILES = /design/flow/design.v
export SDC_FILE = /design/flow/constraint.sdc
export NUM_CORES = 4
export LEC_CHECK = 1
export CORE_AREA = 10 10 70 70
export DIE_AREA = 0 0 80 80
$ cat constraint.sdc
current_design tdm_gen

set clk_period 1.8
set clk_io_pct 0.2

create_clock -name clk0 -period $clk_period [get_ports {bclk}]

set non_clock_inputs [all_inputs -no_clocks]
set_input_delay [expr $clk_period * $clk_io_pct] -clock clk0 $non_clock_inputs
set_output_delay [expr $clk_period * $clk_io_pct] -clock clk0 [all_outputs]
==> summary.txt <==
Implementation numbers.

- The worst register-to-register path begins at wc_ff[1].
- The total CTS buffers is 3.
- The port buffer count reads 2.
- The via count of the first global-routing pass reads 283.
- The analysis reports a worst IR drop on VDD of 0.476 mV.
- The class of the worst hold path reads register to register.
- For this block, the routed nets add up to between 400 and 500 um of wire.
- The total number of vias reads 233.
- The half-perimeter wire length after placement is between 300 and 400 um.
- The number of cells reported by Yosys stat comes to 28.
- The layout filler cell count reads 403.
- The clock tree root buffer cell is clkbuf_4.
- The number of maximum-capacitance constraint violations is 0.
- The pin slew with the least headroom to its limit reads 0.189 ns.
- Sorting the synthesized cells by area gives the leading types as dfxtp_1 47%, ha_1 13%, xnor2_1 8.9%.
- The clock tree from TritonCTS reads yes.
- The cell family contributing the most delay on the critical path is flip-flops.
- The library cell occupying the most area in the post-synthesis netlist reads dfxtp_1.
- The slowest cell on the critical path reads dfxtp_2.
- The critical path class reads register to output pin.
- In the routed layout, each cell is associated on average with a via count of about 2.5.
- The beginning of the critical path reads bclk_cnt[1].
- The total congestion overflow reads 0.
- The count of final hold-check violations reads 0.
- The number of clock sinks is 7.
- The maximum level of the CTS H-tree is 1.
- The number of top-level pins is 3.
- The flow ran to the end, but the final reports show violations.
- The number of distinct library cell variants in the gate-level netlist after synthesis is 12.
- The height of the die reads 80 um.
- The die width reads around 80 um.
- The logs give a warning total of 35.
- The Yosys chip area is 297 um2.
- The total count of max-transition violations in the final report is 0.
- The biggest fanout along the worst timing path reads 3.
- The final reports fail on setup timing.
- Hold is met by 0.356 ns.
- The most used logic cell in the final layout is buf_4.
- For the worst min-delay path, the startpoint reported by OpenROAD is wc_ff[0].
- The weighted congestion reported at the end of routability-driven placement reads 0.744.
- On the final layout, the worst clock skew is 0.0569 ns.
- By instance count after routing, the leading logic cell types are 8 x buf_4, 5 x nand2_1, 5 x inv_1, 5 x dfxtp_1.
- The worst relative slew slack reads 0.874.
- The post-synth design cell area is 297 um2.
- The number of instances in the synthesized netlist reads 28.
- The area of the chip is approximately 6400 um2.
- TritonRoute reported its final design rule violation total as 0.
- Entering global routing, the biggest net connects 6 pins.
- The cell row count reads 21.
- The power after layout reads 0.000666 W.
- The setup slack of the critical path after layout is -0.657 ns.
- The number of cells in the design after placement reads 83.
- Per the synth log, the flip-flop and latch total comes to 7.
- The core utilization before placement reads 0.0868.
- The top-area cell type share of the netlist area reads 0.473.
- The worst slack after detailed placement is -0.781 ns.
- At the worst endpoint, the required time is 1.44 ns.
- The final report lists the setup-violating endpoint count as 1.
- The number of buffers on the longest clock path is 2.
- The leakage power summed over all cells is 0.221 nW.
- In the log, the iteration count for the first detailed-route pass is 2.
- The number of standard cells in the final layout excluding fillers is a little over 90.
- Data on the critical path arrives at its endpoint at between 2 and 2.5 ns.
- The aggregate negative setup slack reads -0.657 ns.
- The post-synthesis sequential area ratio is 0.473.
- From synthesis to final layout, the design area changed by 65.0%.
- The clock transition at the registers of the reported paths reads 0.05 ns.
- Setup repair after global routing could not meet its margin everywhere.
- The kind of end point of the critical path is an output pin.
- Per STA, the highest per-stage delay on the worst path measures 0.32 ns.
- For this run, the script counts the antenna cells in the layout as 0.
- The routed design shows a wire length per standard cell of 5.18 um.
- The core region area reads 3420 um2.
- The share of final-layout standard cells stronger than drive strength 1 is 0.447.
- For the worst-skew pair, the clock arrives at the later sink with an insertion delay of about 0.3 ns.
- The mean post-synth cell area is 10.6 um2.
- The yosys synthesis warning count is 1.
- Hold repair after CTS inserted 0 buffers.
- The initial antenna violation count was 0.
- The violation tally from detailed-route iteration zero reads 4.
- The number of buffer and inverter instances along the worst setup path reads 2.
- The total power per unit cell area reads 1360 nW/um2.
- The aggregate global-route resource usage reads 0.0171.
- The startpoint type of the worst setup path reads a register.
- For reference, the critical path cell chain is inv_2 > ha_2 > mux2i_1 > o211a_1 > buf_2.
- The first-pass GRT wire length is 966 um.
- The number of nets with antenna violations after routing reads 0.
==> per-stage QoR <==
step	util	cell area (um2)
final	0.143	489
after global routing	0.143	489
after CTS	0.142	485
after detailed placement	0.126	432
after global placement	0.126	432
after floorplan	-	302
==> layer usage <==
| layer | up-vias | routed length [um] | global-route usage |
|---|---|---|---|
| li1 | 128 | - | - |
| met1 | 103 | 233 | 0.0186 |
| met2 | 2 | 225 | 0.0281 |
| met3 | 0 | 22 | 0.00682 |
| met4 | 0 | 0 | 0.00880 |
| met5 | - | 0 | 0 |
==> what timing repair did <==
| action | CTS | global route |
|---|---|---|
| resized | 5 | 1 |
| pin swaps | 2 | 2 |
| endpoints found under the setup margin | 1 | 1 |
| buffers inserted | 2 | 0 |
==> area by class of cell <==
cell class                 instances  area [um2]  area share
multi-input combinational         18         150       0.307
sequential                         7         143       0.292
timing repair buffer              11        86.3       0.176
tap                               46        57.6       0.118
clock buffer                       4        26.3      0.0537
clock inverter                     5        18.8      0.0384
inverter                           2        7.51      0.0153
==> report_power, final <==
group	switching, W	total [W]	internal, W
clock	0.0000739	0.000173	0.0000991
sequential	0.0000346	0.000235	0.000200
combinational	0.0000931	0.000258	0.000165
==> logic make-up after synthesis <==
| family | Yosys count | share of synthesized area |
|---|---|---|
| flops | 7 | 0.473 |
| xor+xnor | 3 | 0.0886 |
| fa+ha+maj | 3 | 0.127 |
| simple gates | 9 | 0.181 |
| buf+inv | 3 | 0.0380 |
| mux | 1 | 0.0338 |
| compound gates | 2 | 0.0591 |
==> cells in the mapped netlist, drive strengths merged <==
| library cell | instances |
|---|---|
| nand2b | 1 |
| dfxtp | 7 |
| nand2 | 5 |
| ha | 3 |
| o211ai | 1 |
| o211a | 1 |
| nor3b | 1 |
| mux2i | 1 |
| and2 | 1 |
| nor3 | 1 |
| inv | 3 |
| xnor2 | 3 |
==> state kept, by name, summed over array words and instances (netlist names) <==
signal	cells
bclk_cnt	5
wc_ff	2
==> worst reg2reg max path: stages, from the launching register on <==
cell      delay [ns]
dfxtp_1         0.29
nand2b_1        0.21
and2_1          0.19
==> worst paths after layout <==
kind	end	slack, ns	cells past startpoint
setup reg to reg	bclk_cnt[0]	0.16	2
setup / recovery	tdm_out	-0.66	5
hold / removal	wc_ff[1]	0.36	0
hold reg to reg	wc_ff[1]	0.36	0
Power is estimated from default activity; no workload was simulated.
